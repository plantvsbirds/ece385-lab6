`flow/design.v`:
```
package SLC3_2;
   parameter op_ADD = 4'b0001;  
   parameter op_AND = 4'b0101;
   parameter op_NOT = 4'b1001;
   parameter op_BR  = 4'b0000;
   parameter op_JMP = 4'b1100;
   parameter op_JSR = 4'b0100;
   parameter op_LDR = 4'b0110;
   parameter op_STR = 4'b0111;
   parameter op_PSE = 4'b1101;
   parameter NO_OP = 15'b0;    
   parameter R0 = 3'b000;       
   parameter R1 = 3'b001;
   parameter R2 = 3'b010;
   parameter R3 = 3'b011;
   parameter R4 = 3'b100;
   parameter R5 = 3'b101;
   parameter R6 = 3'b110;
   parameter R7 = 3'b111;
   parameter p   = 3'b001;      
   parameter z   = 3'b010;
   parameter zp  = 3'b011;
   parameter n   = 3'b100;
   parameter np  = 3'b101;
   parameter nz  = 3'b110;
   parameter nzp = 3'b111;
   parameter outHEX = -1;
   parameter inSW = -1;
   function [15:0] opCLR ( input [2:0] DR );
      opCLR[15:12] = op_AND;
      opCLR[11: 9] = DR;
      opCLR[ 8: 6] = DR;
      opCLR[ 5   ] = 1'b1;
      opCLR[ 4: 0] = 5'b0;
   endfunction
   function [15:0] opAND ( input [2:0] DR, SR1, SR2 );
      opAND[15:12] = op_AND;
      opAND[11: 9] = DR;
      opAND[ 8: 6] = SR1;
      opAND[ 5: 3] = 3'b0;
      opAND[ 2: 0] = SR2;
   endfunction
   function [15:0] opANDi ( input [2:0] DR, SR, integer imm5 );
      opANDi[15:12] = op_AND;
      opANDi[11: 9] = DR;
      opANDi[ 8: 6] = SR;
      opANDi[ 5   ] = 1'b1;
      opANDi[ 4: 0] = imm5[4:0];
   endfunction
   function [15:0] opADD ( input [2:0] DR, SR1, SR2 );
      opADD[15:12] = op_ADD;
      opADD[11: 9] = DR;
      opADD[ 8: 6] = SR1;
      opADD[ 5: 3] = 3'b0;
      opADD[ 2: 0] = SR2;
   endfunction
   function [15:0] opADDi ( input [2:0] DR, SR, integer imm5 );
      opADDi[15:12] = op_ADD;
      opADDi[11: 9] = DR;
      opADDi[ 8: 6] = SR;
      opADDi[ 5   ] = 1'b1;
      opADDi[ 4: 0] = imm5[4:0];
   endfunction
   function [15:0] opINC ( input [2:0] DR );
      opINC[15:12] = op_ADD;
      opINC[11: 9] = DR;
      opINC[ 8: 6] = DR;
      opINC[ 5   ] = 1'b1;
      opINC[ 4: 0] = 1;
   endfunction
   function [15:0] opDEC ( input [2:0] DR );
      opDEC[15:12] = op_ADD;
      opDEC[11: 9] = DR;
      opDEC[ 8: 6] = DR;
      opDEC[ 5   ] = 1'b1;
      opDEC[ 4: 0] = -1;
   endfunction
   function [15:0] opNOT ( input [2:0] DR, SR );
      opNOT[15:12] = op_NOT;
      opNOT[11: 9] = DR;
      opNOT[ 8: 6] = SR;
      opNOT[ 5: 0] = 5'b1;
   endfunction
   function [15:0] opBR ( input [2:0] condition, integer PCoffset9 );
      opBR[15:12] = op_BR;
      opBR[11: 9] = condition;
      opBR[ 8: 0] = PCoffset9[8:0];
   endfunction
   function [15:0] opJMP ( input [2:0] BaseR );
      opJMP[15:12] = op_JMP;
      opJMP[11: 9] = 3'b0;
      opJMP[ 8: 6] = BaseR;
      opJMP[ 5: 0] = 6'b0;
   endfunction
   function [15:0] opRET ( );
      opRET[15:12] = op_JMP;
      opRET[11: 9] = 3'b0;
      opRET[ 8: 6] = R7;
      opRET[ 5: 0] = 6'b0;
   endfunction
   function [15:0] opJSR ( input integer PCoffset11 );
      opJSR[15:12] = op_JSR;
      opJSR[11   ] = 1'b1;
      opJSR[10: 0] = PCoffset11[10:0];
   endfunction
   function [15:0] opLDR ( input [2:0] DR, BaseR, integer offset6 );
      opLDR[15:12] = op_LDR;
      opLDR[11: 9] = DR;
      opLDR[ 8: 6] = BaseR;
      opLDR[ 5: 0] = offset6[5:0];
   endfunction
   function [15:0] opSTR ( input [2:0] SR, BaseR, integer offset6 );
      opSTR[15:12] = op_STR;
      opSTR[11: 9] = SR;
      opSTR[ 8: 6] = BaseR;
      opSTR[ 5: 0] = offset6[5:0];
   endfunction
   function [15:0] opPSE ( input [11:0] ledVect12 );
      opPSE[15:12] = op_PSE;
      opPSE[11: 0] = ledVect12;
   endfunction
endpackage
module bitwise_andder
(
    input   logic[15:0]     A,
    input   logic[15:0]     B,
    output  logic[15:0]     Result
);
assign Result = A & B;
endmodule
```
`flow/run.sh`:
```
#!/bin/bash
# OpenROAD 26Q1-2900-gdf79404cd8, Yosys 0.63+post, stock flow scripts
make -C /OpenROAD-flow-scripts/flow DESIGN_CONFIG=/design/flow/config.mk WORK_HOME=/design/flow/orfs finish
```
`flow/config.mk`:
```
export PLATFORM = sky130hd
export DESIGN_NAME = bitwise_andder
export DESIGN_NICKNAME = bitwise_andder
export VERILOG_FILES = /design/flow/design.v
export SDC_FILE = /design/flow/constraint.sdc
export NUM_CORES = 4
export LEC_CHECK = 1
export CORE_AREA = 10 10 70 70
export DIE_AREA = 0 0 80 80
```
`flow/constraint.sdc`:
```
current_design bitwise_andder

set clk_period 1.0
set clk_io_pct 0.2

create_clock -name clk0 -period $clk_period

set non_clock_inputs [all_inputs -no_clocks]
set_input_delay [expr $clk_period * $clk_io_pct] -clock clk0 $non_clock_inputs
set_output_delay [expr $clk_period * $clk_io_pct] -clock clk0 [all_outputs]
```
==> results.sh <==
# yosys + openroad results
export IMPL_io_pins=48
export IMPL_cts_hold_buf=0
export IMPL_worstHoldPathType="input pin to primary output"
export IMPL_worstPathArrival_ns=0.73
export IMPL_p_leak_nw=0.287
export IMPL_period_needed_ns=0.933
export IMPL_routed_top_layer="met3"
export IMPL_stdcell_count=111
export IMPL_post_route_cell_area_um2=526
export IMPL_routed_wl_um=1080
export IMPL_die_w_um=80
export IMPL_worst_ep_required_time_ns=0.80
export IMPL_place_congestion=0.713
export IMPL_drtPass1Iterations=2
export IMPL_grt_pass1_vias=290
export IMPL_netlist_area_um2=100
export IMPL_n_fill_cell=422
export IMPL_groute_usage_overall=0.0293
export IMPL_cp_max_fo=1
export IMPL_routed_wl_met3_um=199
export IMPL_ant_nets=0
export IMPL_antenna_found_initial=1
export IMPL_swShare=0.188
export IMPL_pre_cts_ws_ns=-0.471
export IMPL_status="finished, final reports clean"
export IMPL_hold_viol_final=0
export IMPL_layout_drive_gt1_share=0.234
export IMPL_syn_to_final_growth_pct=425
export IMPL_core_area_mm2=0.00342
export IMPL_dp_hpwl_um=1070
export IMPL_fp_util=0.0293
export IMPL_die_height_um=80
export IMPL_powerDensity_mw_per_mm2=234
export IMPL_p_seq_frac=0
export IMPL_synth_distinct_cells=1
export IMPL_grt_max_degree=2
export IMPL_vias_per_cell=2.37
export IMPL_max_slew_margin_rel=0.965
export IMPL_hold_slack_ns=0.763
export IMPL_maxCapViolCount=0
export IMPL_seqCellArea_um2=0
export IMPL_p_clk_frac=0
export IMPL_worst_pin_slew_ns=0.0519
export IMPL_dpl_cell_count=110
export IMPL_grt_remaining_overflow=0
export IMPL_yosys_stat_area_um2=100
export IMPL_min_period_over_period=0.933
export IMPL_drc_errors=0
export IMPL_crit_type="input pin to primary output"
export IMPL_synth_seq_share=0
export IMPL_num_vias=263
export IMPL_fin_ws_ns=0.0666
export IMPL_warnings=32
export IMPL_slew_viol_final=0
export IMPL_seq_cell_count=0
export IMPL_row_count=21
export IMPL_post_drt_wl_per_cell_um=9.76
export IMPL_drtIter0Drc=4
export IMPL_rsz0062_at_grt="no"
export IMPL_synth_avg_cell_area_um2=6.26
export IMPL_ys_cells=16
export IMPL_setup_violations=0
export IMPL_nClkBuffers=0
export IMPL_postSynthCellCount=16
export IMPL_port_buffers=48
export IMPL_fmax_ghz=1.07
export IMPL_vdd_drop_max_v=0.0000469
export IMPL_grt_pass1_wl_um=1510
export IMPL_total_power_w=0.000123
export IMPL_cp_end_kind="primary output"
export IMPL_detailed_place_area_um2=638
export IMPL_wl_met2_um=461
export IMPL_die_area_mm2=0.00640
export IMPL_wl_met1_um=421
export IMPL_intPower_w=0.0000999
export IMPL_ys_warn_count=0
export IMPL_switchingPower_w=0.0000232
export IMPL_pwr_share_comb=1.000
export IMPL_cp_start_kind="input pin"
[path summary, 6_finish.rpt]
path,to,depth (start not counted),start
max,Result[5],3,B[5]
min,Result[1],3,A[1]
[synthesized netlist by cell type, drive strengths merged]
| cell type | n | area, um2 |
|---|---|---|
| and2 | 16 | 100 |
[power by group through the flow]
| stage | Sequential [W] | Combinational [W] | Clock, W |
|---|---|---|---|
| final | 0 | 0.000123 | 0.000000000134 |
| after global routing | 0 | 0.000139 | 0.000000000134 |
| after CTS | 0 | 0.000128 | 0 |
[cell type report]
| class | count | area (um2) | share of cell area |
|---|---|---|---|
| diodes | 1 | 2.50 | 0.00476 |
| multi-input cells | 16 | 100 | 0.190 |
| well taps | 46 | 57.6 | 0.110 |
| repair buffers | 48 | 365 | 0.695 |
[layer usage]
metal  global-route usage  vias up
met5                    0        -
met4                    0        0
met3               0.0239        0
met2               0.0449       27
met1               0.0330       90
li1                     -      146
[critical path, cell delays in order]
cell,delay (ns)
dlygate4sd2_1,0.22
and2_1,0.14
clkdlybuf4s15_1,0.17
[cell families after synthesis]
kind of cell	count (synthesis)	share of synthesized area
and+or+nand+nor	16	1.00
[through the flow]
step	util	TNS [ns]
2_1_floorplan	-	0
4_1_cts	0.153	0
3_5_place_dp	0.187	-6.95
6_report	0.154	0
5_1_grt	0.154	0
3_3_place_gp	0.187	-6.88
[cells in the final DEF (no fill, tap or decap), drive strengths merged]
master         Yosys  routed
clkdlybuf4s15      0       1
diode              0       1
buf                0      15
and2              16      16
dlygate4sd2        0      32
[timing repair]
item / in CTS / in global routing
endpoints found under the setup margin: 16 / 0
gates resized: 81 / 0
setup buffers: 0 / 0
