## flow/design.v

```verilog
package SLC3_2;
   parameter op_ADD = 4'b0001;  
   parameter op_AND = 4'b0101;
   parameter op_NOT = 4'b1001;
   parameter op_BR  = 4'b0000;
   parameter op_JMP = 4'b1100;
   parameter op_JSR = 4'b0100;
   parameter op_LDR = 4'b0110;
   parameter op_STR = 4'b0111;
   parameter op_PSE = 4'b1101;
   parameter NO_OP = 15'b0;    
   parameter R0 = 3'b000;       
   parameter R1 = 3'b001;
   parameter R2 = 3'b010;
   parameter R3 = 3'b011;
   parameter R4 = 3'b100;
   parameter R5 = 3'b101;
   parameter R6 = 3'b110;
   parameter R7 = 3'b111;
   parameter p   = 3'b001;      
   parameter z   = 3'b010;
   parameter zp  = 3'b011;
   parameter n   = 3'b100;
   parameter np  = 3'b101;
   parameter nz  = 3'b110;
   parameter nzp = 3'b111;
   parameter outHEX = -1;
   parameter inSW = -1;
   function [15:0] opCLR ( input [2:0] DR );
      opCLR[15:12] = op_AND;
      opCLR[11: 9] = DR;
      opCLR[ 8: 6] = DR;
      opCLR[ 5   ] = 1'b1;
      opCLR[ 4: 0] = 5'b0;
   endfunction
   function [15:0] opAND ( input [2:0] DR, SR1, SR2 );
      opAND[15:12] = op_AND;
      opAND[11: 9] = DR;
      opAND[ 8: 6] = SR1;
      opAND[ 5: 3] = 3'b0;
      opAND[ 2: 0] = SR2;
   endfunction
   function [15:0] opANDi ( input [2:0] DR, SR, integer imm5 );
      opANDi[15:12] = op_AND;
      opANDi[11: 9] = DR;
      opANDi[ 8: 6] = SR;
      opANDi[ 5   ] = 1'b1;
      opANDi[ 4: 0] = imm5[4:0];
   endfunction
   function [15:0] opADD ( input [2:0] DR, SR1, SR2 );
      opADD[15:12] = op_ADD;
      opADD[11: 9] = DR;
      opADD[ 8: 6] = SR1;
      opADD[ 5: 3] = 3'b0;
      opADD[ 2: 0] = SR2;
   endfunction
   function [15:0] opADDi ( input [2:0] DR, SR, integer imm5 );
      opADDi[15:12] = op_ADD;
      opADDi[11: 9] = DR;
      opADDi[ 8: 6] = SR;
      opADDi[ 5   ] = 1'b1;
      opADDi[ 4: 0] = imm5[4:0];
   endfunction
   function [15:0] opINC ( input [2:0] DR );
      opINC[15:12] = op_ADD;
      opINC[11: 9] = DR;
      opINC[ 8: 6] = DR;
      opINC[ 5   ] = 1'b1;
      opINC[ 4: 0] = 1;
   endfunction
   function [15:0] opDEC ( input [2:0] DR );
      opDEC[15:12] = op_ADD;
      opDEC[11: 9] = DR;
      opDEC[ 8: 6] = DR;
      opDEC[ 5   ] = 1'b1;
      opDEC[ 4: 0] = -1;
   endfunction
   function [15:0] opNOT ( input [2:0] DR, SR );
      opNOT[15:12] = op_NOT;
      opNOT[11: 9] = DR;
      opNOT[ 8: 6] = SR;
      opNOT[ 5: 0] = 5'b1;
   endfunction
   function [15:0] opBR ( input [2:0] condition, integer PCoffset9 );
      opBR[15:12] = op_BR;
      opBR[11: 9] = condition;
      opBR[ 8: 0] = PCoffset9[8:0];
   endfunction
   function [15:0] opJMP ( input [2:0] BaseR );
      opJMP[15:12] = op_JMP;
      opJMP[11: 9] = 3'b0;
      opJMP[ 8: 6] = BaseR;
      opJMP[ 5: 0] = 6'b0;
   endfunction
   function [15:0] opRET ( );
      opRET[15:12] = op_JMP;
      opRET[11: 9] = 3'b0;
      opRET[ 8: 6] = R7;
      opRET[ 5: 0] = 6'b0;
   endfunction
   function [15:0] opJSR ( input integer PCoffset11 );
      opJSR[15:12] = op_JSR;
      opJSR[11   ] = 1'b1;
      opJSR[10: 0] = PCoffset11[10:0];
   endfunction
   function [15:0] opLDR ( input [2:0] DR, BaseR, integer offset6 );
      opLDR[15:12] = op_LDR;
      opLDR[11: 9] = DR;
      opLDR[ 8: 6] = BaseR;
      opLDR[ 5: 0] = offset6[5:0];
   endfunction
   function [15:0] opSTR ( input [2:0] SR, BaseR, integer offset6 );
      opSTR[15:12] = op_STR;
      opSTR[11: 9] = SR;
      opSTR[ 8: 6] = BaseR;
      opSTR[ 5: 0] = offset6[5:0];
   endfunction
   function [15:0] opPSE ( input [11:0] ledVect12 );
      opPSE[15:12] = op_PSE;
      opPSE[11: 0] = ledVect12;
   endfunction
endpackage
module add_1
(
	input logic[16:0] In,
	output logic[16:0] Out
);
	  logic c0, c1, c2;
	  four_bit_ra FRA0(.x(In[3:0]),   .y(4'b0),  .cin(1),  .s(Out[3:0]),  .cout(c0));
	  four_bit_ra FRA1(.x(In[7:4]),   .y(4'b0),  .cin(c0), .s(Out[7:4]),  .cout(c1));
	  four_bit_ra FRA2(.x(In[11:8]),  .y(4'b0), .cin(c1), .s(Out[11:8]), .cout(c2));
	  four_bit_ra FRA3(.x(In[15:12]), .y(4'b0),.cin(c2), .s(Out[15:12]),.cout());
endmodule
module ripple_adder
(
    input   logic[15:0]     A,
    input   logic[15:0]     B,
    output  logic[15:0]     Sum,
    output  logic           CO
);
	  logic c0, c1, c2;
	  four_bit_ra FRA0(.x(A[3:0]),   .y(B[3:0]),  .cin(0),  .s(Sum[3:0]),  .cout(c0));
	  four_bit_ra FRA1(.x(A[7:4]),   .y(B[7:4]),  .cin(c0), .s(Sum[7:4]),  .cout(c1));
	  four_bit_ra FRA2(.x(A[11:8]),  .y(B[11:8]), .cin(c1), .s(Sum[11:8]), .cout(c2));
	  four_bit_ra FRA3(.x(A[15:12]), .y(B[15:12]),.cin(c2), .s(Sum[15:12]),.cout(CO));
endmodule
module four_bit_ra
(
	input [3:0] x,
	input [3:0] y,
	input cin,
	output logic [3:0] s,
	output logic cout
);
logic c0, c1, c2;
full_adder fa0(.x(x[0]),.y(y[0]), .cin(cin), .s(s[0]), .cout(c0));
full_adder fa1(.x(x[1]),.y(y[1]), .cin(c0), .s(s[1]), .cout(c1));
full_adder fa2(.x(x[2]),.y(y[2]), .cin(c1), .s(s[2]), .cout(c2));
full_adder fa3(.x(x[3]),.y(y[3]), .cin(c2), .s(s[3]), .cout(cout));
endmodule
module full_adder
(
	input x,
	input y,
	input cin,
	output logic s,
	output logic cout
);
assign s 	= x ^ y ^ cin;
assign cout = (x&y) | (y&cin) | (cin&x);
endmodule
```

## flow/constraint.sdc

```tcl
current_design ripple_adder

set clk_period 6.2
set clk_io_pct 0.2

create_clock -name clk0 -period $clk_period

set non_clock_inputs [all_inputs -no_clocks]
set_input_delay [expr $clk_period * $clk_io_pct] -clock clk0 $non_clock_inputs
set_output_delay [expr $clk_period * $clk_io_pct] -clock clk0 [all_outputs]
```

## flow/run.sh

```bash
#!/bin/bash
# OpenROAD 26Q1-2900-gdf79404cd8, Yosys 0.63+post, stock flow scripts
make -C /OpenROAD-flow-scripts/flow DESIGN_CONFIG=/design/flow/config.mk WORK_HOME=/design/flow/orfs finish
```

## flow/config.mk

```make
export PLATFORM = sky130hd
export DESIGN_NAME = ripple_adder
export DESIGN_NICKNAME = ripple_adder
export VERILOG_FILES = /design/flow/design.v
export SDC_FILE = /design/flow/constraint.sdc
export NUM_CORES = 4
export LEC_CHECK = 1
export CORE_AREA = 10 10 70 70
export DIE_AREA = 0 0 80 80
```

==> results.toml <==
# physical design summary
[global_route]
grt_pass1_vias = 444
groute.layer.met3.usage = 0.04773
pin_count_of_the_biggest_net_entering_global_routing = 2
globalRouteMet2Util = 0.05778
gr-max-usage-layer = "met2"
global_route.usage.total = 0.04445
grt_antenna_before_repair = 0
grt_first_pass_wirelength_um = 2228
gr-total-overflow = 0
met1_use_gr = 0.05216

[placed_design]
io_buffers = 49
post-place-cells = 116
place.detailed.hpwl_um = 1566
gp_routability_congestion = 0.8429

[route]
ant_nets = 0
drtIter0Drc = 0
antennaDiodeCount = 0
post-route-drc-count = 0
routed_via_density = 3.250
detailroute.via_count = 377
wire_per_inst_um = 13.34
wl_um = 1548
dr.pass1.iters = 1

[setup_path]
timing.critical_path.fanout_max = 1
cp.buffers_inverters = 4
critPathMaxStageDelay_ps = 430
crit_path_cell_trace = "buf_6, ha_4, fa_2, fa_2, fa_2, fa_2, fa_2, fa_2, fa_2, fa_2, fa_2, fa_2, fa_2, fa_2, fa_2, fa_2, inv_2, fa_2, inv_2, buf_2"
timing.setup.critical_path_class = "input port to primary output"
critical-path-top-cell-by-count = "sky130_fd_sc_hd__fa_2"
worstSetupEndpointType = "primary output"
crit_required_ps = 4960
critPathArrivalTime_ps = 6920
slowest_cell_on_crit_path = "sky130_fd_sc_hd__fa_2"
timing.critical_path.from_type = "input port"
critical_path.top_delay_family = "adder cells"

[logic_synthesis]
synthCells = 37
synth.area.top_cells = "sky130_fd_sc_hd__fa_1 (66%), sky130_fd_sc_hd__buf_4 (27%), sky130_fd_sc_hd__inv_1 (4.2%)"
synth_area_um2 = 451.7
ys_chip_area_um2 = 451.7
synth.avg_cell_area_um2 = 12.21
ys_seq_frac = 0
yosysWarningCount = 1
largest_area_cell = "sky130_fd_sc_hd__fa_1"
synth-cells-yosys = 37
synth.distinct_cells = 4
netlist.area_leader.share = 0.6648

[layout]
layout.cells.most_common_list = "sky130_fd_sc_hd__clkdlybuf4s50_1 (36), sky130_fd_sc_hd__fa_2 (15), sky130_fd_sc_hd__buf_2 (7), sky130_fd_sc_hd__inv_1 (3), sky130_fd_sc_hd__buf_6 (3)"
areaGrowthSynthToFinish_pct = 97.51
seq_area_um2 = 0
layoutNonFillerInstCount = 116
ff_count = 0
final_core_util = 0.2612
n_clock_buffer = 0
final_layout_size_suffix_gt1_frac = 0.4143
layout_top_cell_excl_fill_tap = "sky130_fd_sc_hd__clkdlybuf4s50_1"

[timing]
final_max_slew_viol_count = 0
final_hold_viol_count = 0
period_minus_slack_ps = 8160
worst_hold_slack_ps = 3108
timing_worst_slew_pin_value_ps = 117.6
timing.final.crit_share = 1.316
max_freq_ghz = 0.1225
final_layout_setup_total_negative_slack_ps = -8234
setup-violations-final = 7
rsz_0062_raised_after_global_routing = "true"
timing.slew.headroom = 0.9214
timing.final.ws_setup_ps = -1960

[status]
run_status = "finished with violations"
failed_checks = "setup timing"

[die]
chipArea_um2 = 6400
row_count = 21
boundaryPins = 49
die_width_um = 80
die_h_um = 80
core_area_um2 = 3416
core_util_floorplan = 0.1322

[pwr]
power.density_nw_per_um2 = 88.03
power.leakage_nw = 0.3309
report.power.total_w = 0.00007853
ir_worst_vdd_v = 0.00003560

[flow_run]
maxCapViolations = 0
number_of_warning_messages_in_the_logs = 35

[cts]
post_cts_hold_buffer_count = 0
cts_setup_buffers = 0

[worst_hold_path]
min-delay-path-class = "input port to primary output"
-- where the power goes --
part | switching (W) | internal (W)
clock | 0 | 0
combinational | 0.0000232 | 0.0000554
sequential | 0 | 0
-- synthesized netlist by cell type --
cell type,instances
sky130_fd_sc_hd__buf_4,16
sky130_fd_sc_hd__fa_1,15
sky130_fd_sc_hd__ha_1,1
sky130_fd_sc_hd__inv_1,5
-- worst paths after layout --
| kind | start | to | cells after the start |
|---|---|---|---|
| setup / recovery | B[0] | Sum[15] | 20 |
| hold / removal | A[0] | Sum[0] | 3 |
-- cell families after synthesis --
group,after synthesis,share of synthesized area
fa+ha+maj,16,0.6925
buf+inv,21,0.3075
-- per-stage QoR --
step / setup WS [ps] / area, µm²
2_1_floorplan: -1752 / 501.7
3_3_place_gp: -2747 / 929.6
3_5_place_dp: -2755 / 929.6
4_1_cts: -2443 / 889.6
5_1_grt: -2114 / 892.1
6_report: -1960 / 892.1
-- area by class of cell --
class	instances	area (µm²)
Multi-Input combinational cell	16	362.8
Fill cell	363	2524
Timing Repair Buffer	49	452.9
Inverter	5	18.77
Tap cell	46	57.56
-- tightest hold or removal path: cells and delay by family --
family,cells,cell delay [ps]
adder cells (fa/ha/maj),1,110
buffers and inverters,2,520
-- metal layers --
metal / share of wire / routed length [µm] / vias to the layer above
li1: - / - / 157
met3: 0.30 / 464 / 0
met4: 0 / 0 / 0
met1: 0.38 / 582 / 171
met5: 0 / 0 / -
met2: 0.32 / 501 / 49
-- what timing repair did --
action / CTS / global route
endpoints found under the setup margin: 9 / 9
gates cloned: 0 / 0
resized: 40 / 3
pin swaps: 16 / 15
No activity file was given, so power comes from the tool's default toggle rates.
